==> flow/design.v <==
module debounce(clk, rstn, but_in, but_deb_o);
input           clk;
input           rstn;
input           but_in;
output          but_deb_o;
parameter s0 = 3'h0, s1 = 3'h1, s2 = 3'h2,
          s3 = 3'h3, s4 = 3'h4, s5 = 3'h5;
reg[2:0] cs; 
reg[2:0] ns; 
reg[31:0] cnt;
always @(posedge clk or negedge rstn) begin
    if (~rstn)
        cnt <= 3'b000;
    else if (cnt == 32'd999999)
        cnt <= 32'h0;
    else if (cs == s1)
        cnt <= cnt + 32'h1;
    else if (cs == s4)
        cnt <= cnt + 32'h1;
    else
        cnt <= cnt;
end
always @(posedge clk or negedge rstn) begin
    if (~rstn)
        cs <= s0;
    else
        cs <= ns;
end
always @(*) begin
    case (cs)
        s0: 
            if (but_in == 1'b0)
                ns = s1;
            else
                ns = s0;
        s1:
            if (cnt == 32'd999999)
                ns = s2;
            else
                ns = s1;
        s2:
            if (but_in == 1'b1)
                ns = s0;  
            else
                ns = s3;
        s3: if (but_in == 1'b1)
                ns = s4;
            else
                ns = s3;
        s4:
            if (cnt == 32'd999999)
                ns = s5;
            else
                ns = s4;
        s5:
            if (but_in == 1'b1)
                ns = s0;
            else
                ns = s3;
        default:
            ns = s0;
    endcase
end
assign but_deb_o = 
    (cs == s0) ? 1'b1 :
    (cs == s1) ? 1'b1 :
    (cs == s2) ? 1'b1 :
    (cs == s3) ? 1'b0 :
    (cs == s4) ? 1'b0 :
    (cs == s5) ? 1'b0 :
    1'b0;
endmodule
module top(clk, rstn, but_in, led_o);
input           clk;
input           rstn;
input           but_in;
output [3:0]    led_o;
wire            but_deb_o;
wire            but_deb_nedge;
reg             but_deb_o_1d;
reg[1:0] cs; 
reg[1:0] ns; 
debounce debounce (
.clk        (clk      ),
.rstn       (rstn     ),
.but_in     (but_in   ),
.but_deb_o  (but_deb_o)
);
always @(posedge clk or negedge rstn) begin
    if (~rstn)
        but_deb_o_1d <= 1'b0;
    else
        but_deb_o_1d <= but_deb_o;
end
assign but_deb_nedge = (but_deb_o) && (~but_deb_o_1d);
parameter s1 = 2'h0, s2 = 2'h1, s3 = 2'h2, s4 = 2'h3;
always @(posedge clk or negedge rstn) begin
    if (~rstn)
        cs <= s1;
    else
        cs <= ns;
end
always @(*) begin
    case (cs)
        s1:
            if (but_deb_nedge)
                ns = s2;
            else
                ns = s1;
        s2:
            if (but_deb_nedge)
                ns = s3;
            else
                ns = s2;
        s3: if (but_deb_nedge)
                ns = s4;
            else
                ns = s3;
        s4:
            if (but_deb_nedge)
                ns = s1;
            else
                ns = s4;
        default:
            ns = s1;
    endcase
end
assign led_o = 
    (cs == s1) ? 4'b0001 :
    (cs == s2) ? 4'b0010 :
    (cs == s3) ? 4'b0100 :
    (cs == s4) ? 4'b1000 :
    4'b0000;
endmodule
==> flow/run.sh <==
#!/bin/bash
# OpenROAD 26Q1-2900-gdf79404cd8, Yosys 0.63+post, stock flow scripts
make -C /OpenROAD-flow-scripts/flow DESIGN_CONFIG=/design/flow/config.mk WORK_HOME=/design/flow/orfs finish
==> flow/config.mk <==
export PLATFORM = sky130hd
export DESIGN_NAME = top
export DESIGN_NICKNAME = top
export VERILOG_FILES = /design/flow/design.v
export SDC_FILE = /design/flow/constraint.sdc
export NUM_CORES = 4
export LEC_CHECK = 1
export CORE_UTILIZATION = 30
==> flow/constraint.sdc <==
current_design top

set clk_period 5.8
set clk_io_pct 0.2

create_clock -name clk0 -period $clk_period [get_ports {clk}]

set non_clock_inputs [all_inputs -no_clocks]
set_input_delay [expr $clk_period * $clk_io_pct] -clock clk0 $non_clock_inputs
set_output_delay [expr $clk_period * $clk_io_pct] -clock clk0 [all_outputs]
==> flow_summary.toml <==
# physical design summary
[global_routing]
grt_use_met2_pct = 15.6
grt-ovfl-total = 0
grt_pass1_vias = 1232
use_met1_pct = 17.3
grt_usage_pct = 10.7
grt_antenna_before_repair = 0
grt_busiest_layer = "met1"
grt_use_met3_pct = 2.21
grt_pass1_wl_um = 5990
grt_start_max_net_pins = 44

[power_and_ir_drop]
irDropWorstVdd_mv = 0.0736
switching_share_pct = 22.4
power_density_nw_per_um2 = 222
p_switching_uw = 112
intPower_uw = 387
leakage_nw = 1.04
seq_power_share_pct = 60.1
power_frac_comb_pct = 1.5
power_frac_clock_pct = 38.4
p_total_uw = 498

[logic_synthesis]
synth_top_cell_by_count = "dfrtp_1"
synthFlopType = "dfrtp_1"
ys_seq_share_pct = 53.3
topCellsByArea = "dfrtp_1 (51%), xor2_1 (7.4%), xnor2_1 (5.6%)"
edf_count = 0
yosys_warnings = 2
top_cell_area_share_pct = 50.7
syn_avg_cell_area_um2 = 11.3
common_cells = "dfrtp_1 (41), nor2_1 (22), xor2_1 (17), xnor2_1 (13), nand3_1 (12)"
synth.distinct_cells = 36
synthCells = 179
syn_area_um2 = 2020
async_flop_share_pct = 100
yosysTopAreaCell = "dfrtp_1"
ys_area_um2 = 2020
yosys_cells = 179
ys_ff = 43

[final_timing]
post-route-worst-setup-slack_ps = 3140
post-route-min-period_ps = 2660
relSlewSlack_pct = 58.4
finalHoldViolations = 0
rsz0062_at_grt = "no"
fmax_ghz = 0.376
tightest_slew_ps = 623
final-max-slew-violation-count = 0
setup-tns-final_ps = 0
period_used_pct = 45.8
setup_viol = 0
fin_skew_ps = 6.18

[die]
die.size.y_um = 84.1
die_w_um = 84.1
num_rows = 29
fp-utilization_pct = 31.5
die_area_um2 = 7070
io_pins = 7
core_area_um2 = 6420

[clock_tree]
cts_tree = "built"
cts.sinks = 43
cts.path.max_buffers = 2
post_cts_buffers = 0
cts_buffers = 5
ctsHoldBuffers = 0
htree_num_levels = 2
ctsResizeCount = 0
clkTransAtPathRegs_ps = 90
worstSkewPairLatency_ps = 290
cts-root-buf = "clkbuf_8"

[setup_path]
start_kind = "flip-flop"
cpLargestDelayFamily = "buffers and inverters"
critPathBufInv = 1
crit_type = "flip-flop to output pin"
cp.arrival_ps = 1500
crit_chain = "nor4b_1, clkdlybuf4s50_1"
cp_slowest_cell = "clkdlybuf4s50_1"
cp-end-kind = "output pin"
path_max_fanout = 5
slowest_delay_ps = 510
required_ps = 4640

[drt]
first_pass_iters = 21
drc = 0
drt_iter0_drc = 65
drt_wl_total_um = 3190
ant_nets = 0
routedWlPerCell_um = 11.9
via_per_inst = 4.72
via_count = 1266
route.antenna.diode_count = 0

[placed_design]
place_ws_ps = 3470
hpwl_um = 2180
place_congestion = 0.722
io_buffers = 6

[hold_path]
hold_path_class = "flip-flop to flip-flop"

[run_status]
run_status = "finished, final reports clean"

[final_layout]
area_growth_pct = 11.1
drive_gt1_share_pct = 13.6

[flow_run]
maxCapViolations = 0
tool_warnings = 25
## cell families (layout without fill, tap and decap cells)
kind of cell | after synthesis | count (layout) | share of synthesized area, %
xor+xnor | 31 | 31 | 13.8
fa+ha+maj | 1 | 1 | 0.619
buf+inv | 10 | 22 | 2.60
flops | 43 | 43 | 53.3
simple gates | 83 | 83 | 25.2
compound gates | 7 | 7 | 2.23
mux | 4 | 4 | 2.23
## final cells by class
type	count	area (um^2)
fillers	622	4180
flip-flops and latches	43	1080
repair buffers	7	62.6
clock inverters	3	23.8
clock buffers	5	68.8
well taps	77	96.3
inverters	7	26.3
multi-input cells	126	891
## registers in the layout (all words and copies together) (netlist names), named ones only
| signal | flops |
|---|---|
| debounce.cnt | 32 |
| but_deb_o_1d | 1 |
| debounce.cs | 6 |
## through the flow
stage	cell area [um^2]	hold WS, ps	utilization, %	instances
after detailed placement	2150	464	33.5	260
after global routing	2250	516	35.0	268
after global placement	2150	462	33.5	260
final	2250	474	35.0	268
after CTS	2250	480	35.0	268
after floorplan	2020	443	-	179
## power groups by stage
stage	Combinational (mW)	Sequential, mW	Clock, mW
CTS	0.00799	0.300	0.202
finish	0.00729	0.300	0.192
global route	0.00883	0.300	0.216
## placed cells by master, fill, tap and decap left out, drive strengths merged
cell           synthesis  routed
o21ai                  3       3
or3                    1       1
nor3b                  2       2
o22ai                  1       1
inv                    7       8
clkinvlp               0       2
mux2                   4       4
xnor2                 14      14
nor2b                  3       3
nand3                 13      13
o211a                  1       1
ha                     1       1
and2                   1       1
nor2                  24      24
and3                   4       4
clkdlybuf4s50          0       5
nand4                 11      11
nor4b                  4       4
nor4                   2       2
dfstp                  2       2
nand2b                 1       1
dfrtp                 41      41
nand2                  7       7
a21oi                  1       1
xor2                  17      17
buf                    3       2
clkbuf                 0       5
nor3                   8       8
and4                   2       2
o31a                   1       1
## worst paths after layout
kind / to / cells past startpoint / startpoint / slack, ps
setup / recovery: led_o[3] / 2 / flip-flop / 3140
hold / removal: debounce.cnt[31] / 1 / debounce.cnt[31] / 470
setup reg to reg: debounce.cs[3] / 4 / debounce.cnt[20] / 3940
hold reg to reg: debounce.cnt[31] / 1 / debounce.cnt[31] / 470
max in group asynchronous: asynchronous set/reset pin / 2 / rstn / 4500
min in group asynchronous: debounce.cnt[25] / 2 / rstn / 930
## per-layer routing
| layer | up-vias | routed length, um |
|---|---|---|
| met5 | - | 0 |
| li1 | 635 | - |
| met2 | 10 | 1430 |
| met1 | 616 | 1610 |
| met3 | 5 | 90 |
| met4 | 0 | 59 |
No activity file was given, so power comes from the tool's default toggle rates.
